`design/flow/config.mk`:
```
export PLATFORM = sky130hd
export DESIGN_NAME = traffic19
export DESIGN_NICKNAME = traffic19
export VERILOG_FILES = /design/flow/design.v
export SDC_FILE = /design/flow/constraint.sdc
export NUM_CORES = 4
export LEC_CHECK = 1
export CORE_UTILIZATION = 40
```
`design/flow/constraint.sdc`:
```
current_design traffic19

set clk_period 4.2
set clk_io_pct 0.2

create_clock -name clk0 -period $clk_period [get_ports {clk}]

set non_clock_inputs [all_inputs -no_clocks]
set_input_delay [expr $clk_period * $clk_io_pct] -clock clk0 $non_clock_inputs
set_output_delay [expr $clk_period * $clk_io_pct] -clock clk0 [all_outputs]
```
`design/flow/design.v`:
```
`timescale 1ns / 1ns
module traffic19(clk, p_e1, p_e2, p_e3, p_e4, A, B, C, D, P1, P2, P3, P4);
input clk, p_e1, p_e2, p_e3, p_e4;
output reg [2:0] A, B, C, D;
output reg P1 = 1'b0, P2 = 1'b0, P3 = 1'b0, P4 = 1'b0;
reg [2:0] current_state = 000;
reg clk_1HZ = 0;			
reg flag1 = 1'b0, flag2 = 1'b0, flag3 = 1'b0, flag4 = 1'b0;
integer r;
integer counter_10msec;
always @(posedge clk) 						 
begin
	if(counter_10msec == 500000) 
	begin
		clk_1HZ = ~ clk_1HZ;
		counter_10msec<=0;
	end
	else
	counter_10msec <= counter_10msec+1;
end
always @(posedge clk_1HZ) begin			 
case (current_state) 
3'b000 : 	begin	
					if (r == 250)	 
					begin
						r = 0;
						A = 3'b100; B = 3'b001; C = 3'b100; D = 3'b100;  
						P1 = 1'b0; P2 = 1'b0; P3 = 1'b0; P4 = 1'b0;
						if(flag2 == 1)
						begin
							P2 = 1'b1;
							flag2 = 1'b0;
						end
						else
							P2 = 1'b0;
						current_state <= 001;
					end
					else
					begin
						r = r + 1;
						if (p_e2 == 1)
							flag2 = 1'b1;
					end
				end
3'b001 : 	begin	
				if (r == 250)   
				begin
					r = 0;
					A = 3'b001; B = 3'b001; C = 3'b100; D = 3'b100;	 
					P1 = 1'b0; P2 = 1'b0; P3 = 1'b0; P4 = 1'b0;
					if(flag1 == 1 || flag2 == 1)
						begin
							P1 = 1'b1;
							P2 = 1'b1;
							flag1 = 1'b0;
							flag2 = 1'b0;
						end
						else
							P1 = 1'b0;
					current_state <= 010;
				end
				else
					begin
						r = r + 1;
						if (p_e1 == 1 || p_e2 == 1)
						begin
							P2 = 1'b1;
							flag1 = 1'b1; 
							flag2 = 1'b1;
						end
					end
				end
3'b010 : 	begin
					if (r == 350)	 
					begin
						r = 0;
						A = 3'b001; B = 3'b010; C = 3'b100; D = 3'b100;	 
						P1 = 1'b0; P2 = 1'b0; P3 = 1'b0; P4 = 1'b0;
						if (flag1 == 1)
						begin
							P1 = 1'b1;
							flag1 = 1'b0;
						end
						else
							P1 = 1'b0;
						current_state <= 011;
					end
					else
					begin
						r = r + 1;
						if (p_e1 == 1 || p_e2 == 1)
						begin
							P1 = 1'b1; 
							flag1 = 1'b1;
							P2 = 1'b1;
						end
					end
				end
3'b011 : 	begin	
					if (r == 250)	 
					begin
						r = 0;
						A = 3'b010; B = 3'b100; C = 3'b100; D = 3'b100;	 
						P1 = 1'b0; P2 = 1'b0; P3 = 1'b0; P4 = 1'b0;
						current_state <= 100;
					end
					else 
					begin
						r = r + 1;
						if (p_e1 == 1)
							P1 = 1'b1;
					end
				end
3'b100 : 	begin	
					if ( r == 250)	 
					begin
						r = 0;
						A = 3'b100; B = 3'b100; C = 3'b100; D = 3'b001;	 
						P1 = 1'b0; P2 = 1'b0; P3 = 1'b0; P4 = 1'b0;
						if (flag4 == 1)
						begin
							P4 = 1'b1;
							flag4 = 0;
						end
						current_state <= 101;
					end
					else 
					begin
						r = r + 1;
						if (p_e4 == 1)
							flag4 = 1'b1;
					end
				end
3'b101 : 	begin	
					if (r == 250)	 
					begin
						r = 0;
						A = 3'b100; B = 3'b100; C = 3'b001; D = 3'b001;	 
						P1 = 1'b0; P2 = 1'b0; P3 = 1'b0; P4 = 1'b0;
						if (flag3 == 1 || flag4 == 1)
						begin
							P3 = 1'b1;
							P4 = 1'b1;
							flag3 = 0;
							flag4 = 0;
						end
						current_state <= 110;
					end
					else 
					begin	r = r + 1;
							if (p_e3 == 1 || p_e4 == 1)
							begin
								flag3 = 1'b1;
								P4 = 1'b1;
								flag4 = 1'b1;
							end
					end
				end
3'b110 : 	begin	
					if (r == 350)	 
					begin
						r = 0;
						A = 3'b100; B = 3'b100; C = 3'b001; D = 3'b010;	 
						P1 = 1'b0; P2 = 1'b0; P3 = 1'b0; P4 = 1'b0;
						if (flag3 == 1)
						begin
							P3 = 1'b1;
							flag3 = 0;
						end
						current_state <= 111;
					end
					else 
					begin
						r = r + 1;
						if (p_e3 == 1)
						begin
							P3 = 1'b1;
							flag3 = 1'b1;
						end
						else if (p_e4 == 1)
							P4 = 1'b1;
					end
				end
3'b111 : 	begin	
					if ( r == 250)	 
					begin
						r = 0;
						A = 3'b100; B = 3'b100; C = 3'b010; D = 3'b100;	 
						P1 = 1'b0; P2 = 1'b0; P3 = 1'b0; P4 = 1'b0;
						current_state <= 000;
					end
					else 
					begin
						r = r + 1;
						if (p_e3 == 1)
							P3 = 1'b1;
					end
				end
endcase
end
endmodule 
```
`design/flow/run.sh`:
```
#!/bin/bash
# OpenROAD 26Q1-2900-gdf79404cd8, Yosys 0.63+post, stock flow scripts
make -C /OpenROAD-flow-scripts/flow DESIGN_CONFIG=/design/flow/config.mk WORK_HOME=/design/flow/orfs finish
```
==> deck_impl_summary.md <==
Run Summary

Synthesis
  – Largest type area fraction: 0.325
  – Count of state elements after synthesis: 88
  – Synthesized instance count: 406
  – Yosys-reported design area after synthesis: 3940 um^2
  – Sequential fraction of the synthesis area: 0.508
  – Async S/R FF share, synth: 0
  – Count of library flops with an enable pin: 24
  – Most area-hungry cell type in the Yosys netlist: sky130_fd_sc_hd__dfxtp_1
  – Most common reg cell: sky130_fd_sc_hd__dfxtp_1
  – Library cells used by synthesis: 46
  – Cell total in the yosys stat output: 406
  – Avg Synthesized Cell Area: 9.71 um^2
  – Count of synthesis-stage warnings from yosys: 1
  – Area contributors post-synth: sky130_fd_sc_hd__dfxtp_1, sky130_fd_sc_hd__edfxtp_1, sky130_fd_sc_hd__xnor2_1
  – Mapped cell area: 3940 um^2

STA
  – Final-layout worst hold slack: 460 ps
  – Maximum achievable frequency: 551 MHz
  – Slew Limit Headroom: 0.469
  – RSZ-0062 raised after global routing: no
  – Count of endpoints failing hold in the final timing report: 0
  – Fin crit period: 1810 ps
  – Layout Skew: 2.78 ps
  – Final count of pins violating max slew: 0
  – Count of unclocked register or latch pins: 55
  – Minimum setup slack in the final design: 2390 ps
  – Ratio of final minimum period to clock period: 0.432
  – Count of endpoints without a timing constraint: 94
  – Number of endpoints failing setup at the final stage: 0
  – Slew at the pin closest to its max-slew limit: 789 ps
  – Final-layout setup total negative slack: 0 ps

Power
  – IR Drop Worst-Case VDD: 209 uV
  – PnR Total Power: 581 uW
  – Leakage: 0.00150 uW
  – Power density relative to cell area: 133 nW/um^2

Global route
  – Initial antenna violation count: 0
  – Via count of the first global-routing pass: 2611
  – Overflow left after global routing: 0
  – Overall fraction of global-route tracks in use: 0.147
  – Pin count of the biggest net entering global routing: 56
  – Wire length of the first global-routing pass: 12000 um

Run status
  – Outcome: finished clean

Detailed routing
  – Post-route DRC: 0
  – DRC marker count from the first detailed-route iteration: 108
  – Vias per inst: 5.07
  – Via count of the routed design: 2806
  – Antenna cell count: 0
  – Final antenna-violating net count: 0
  – Post-detailed-route wirelength per cell: 12.0 um
  – TritonRoute pass-1 iters: 4
  – Total wire length: 6650 um

Setup path
  – CP Data Required Time: 4420 ps
  – Depth of the worst register-to-register path: 5
  – Critical path depth: 5
  – Type of the setup path with the least slack: reg2reg
  – Kind of cell adding the most delay to the critical path: simple AND/OR/NAND/NOR gates
  – Slowest library cell on the worst path: sky130_fd_sc_hd__dfxtp_1
  – Startpoint of the most critical register-to-register path: counter_10msec[2]$_SDFF_PN0_
  – End of the worst register-to-register path: counter_10msec[31]$_SDFF_PN0_
  – Ordered list of cells on the worst path: nand4_1 -> nor4_1 -> nand4_1 -> nor4_1 -> xor2_1
  – Data arrival time of the critical path: 2030 ps
  – CP startpoint kind: register
  – Critical path's largest stage delay: 440 ps
  – Crit path buffers/inverters: 0
  – R2R Setup Slk: 2390 ps
  – Maximum fanout along the worst path: 7
  – Crit path capture type: register
  – First element of the critical path: counter_10msec[2]$_SDFF_PN0_

Clocking
  – Clock Pin Slew Worst Setup and Hold Paths: 70 ps
  – CTS tree: built
  – Longest Clk Path Bufs: 2
  – Number of gates given a new drive strength after cts: 0
  – Inserted Clock Buffers: 5
  – Clk root buf: sky130_fd_sc_hd__clkbuf_8
  – Total of hold buffers inserted after clock tree synthesis: 0
  – H-tree lvl count: 2
  – Post-CTS Setup Inserts: 0
  – Clock latency reported for the late side of the worst-skew pair: 280 ps

Floorplan
  – Site row count: 35
  – Die x size: 101 um
  – Die boundary height: 101 um
  – Top-Level Pins: 21
  – Effective utilization at floorplan: 0.419
  – Area of the chip: 10300 um^2
  – Core area: 9420 um^2

Worst hold path
  – Worst Hold Path Cells: 1
  – Min-delay worst type: reg2reg
  – Endpoint of the worst hold path: counter_10msec[0]$_SDFF_PN0_
  – Worst hold path startpoint: counter_10msec[0]$_SDFF_PN0_

Cells and area
  – Fillers: 884
  – Sequential cell area: 2000 um^2
  – Multi-input combinational cell area: 1830 um^2
  – Area added between synthesis and finish: 11.0%
  – Fin area: 4380 um^2
  – Share of cells above drive strength 1: 0.0590

Place
  – Port Buffer Count: 20
  – Standard cell area after detailed placement: 4280 um^2
  – Last weighted congestion value of the routability-driven placer: 0.846
  – Final HPWL DP: 4910 um
  – Worst setup slack before clock tree synthesis: 2350 ps

Run
  – Stage-log warning count: 27
  – Tally of max-capacitance violations: 0
==> cells in the mapped netlist (all sizes together) (5+ instances only) <==
cell    count
dfxtp      64
nor2       52
xnor2      38
nand2      33
edfxtp     24
nand3      23
xor2       23
nor3       21
inv        17
nand4      16
clkbuf     12
nor4       12
and3       10
a21oi       8
and4        6
o21ai       5
==> metal layers <==
layer / part of all wire / GRT usage / wire length, um / up-vias
met3: 0.031 / 0.0133 / 204 / 7
met1: 0.50 / 0.232 / 3310 / 1293
li1: - / - / - / 1457
met2: 0.46 / 0.238 / 3070 / 49
met5: 0 / 0 / 0 / -
met4: 0.010 / 0.0134 / 67 / 0
==> report_power, final <==
part	switching, uW	internal [uW]	total (uW)
clock	110	148	258
combinational	3.63	4.94	8.56
sequential	0	314	314
total	114	467	581
==> final cells by class <==
type                       count  share of cell area
clock buffer                   7              0.0220
clock inverter                 1             0.00114
inverter                      17              0.0152
multi-input combinational    289               0.418
sequential                    88               0.457
tap                          129              0.0369
timing repair buffer          22              0.0492
==> state kept, by name, indices dropped and copies added (netlist names) <==
signal and count:
B 3, current_state 3, C 3, counter_10msec 32, flag1 1, flag2 1
flag3 1, P1 1, clk_1HZ 1, flag4 1, A 3, P4 1
D 3, P3 1, P2 1, r 32
==> per-stage QoR <==
step / cells / util
6_report: 553 / 0.465
5_1_grt: 553 / 0.465
4_1_cts: 553 / 0.465
3_5_place_dp: 545 / 0.454
3_3_place_gp: 545 / 0.454
2_1_floorplan: 406 / -
==> how the worst max path moves through the flow <==
stage	end	slack [ps]
after global routing	counter_10msec[31]$_SDFF_PN0_	2090
after CTS	counter_10msec[31]$_SDFF_PN0_	2380
final	counter_10msec[31]$_SDFF_PN0_	2390
==> logic make-up after synthesis <==
logic type	share of synthesized area
xor+xnor	0.135
compound gates	0.0504
simple gates	0.256
mux	0.00920
buf+inv	0.0282
fa+ha+maj	0.0127
flops	0.508
==> cells in the final DEF, fill, tap and decap left out, types with 8 or more instances in the layout <==
master	instances
sky130_fd_sc_hd__edfxtp_1	24
sky130_fd_sc_hd__xnor2_1	38
sky130_fd_sc_hd__nor4_1	10
sky130_fd_sc_hd__nand2_1	33
sky130_fd_sc_hd__and3_1	10
sky130_fd_sc_hd__clkdlybuf4s50_1	20
sky130_fd_sc_hd__nor3_1	18
sky130_fd_sc_hd__a21oi_1	8
sky130_fd_sc_hd__nand4_1	14
sky130_fd_sc_hd__inv_1	16
sky130_fd_sc_hd__nor2_1	52
sky130_fd_sc_hd__xor2_1	23
sky130_fd_sc_hd__nand3_1	23
sky130_fd_sc_hd__dfxtp_1	64
Power is estimated from default activity; no workload was simulated.
